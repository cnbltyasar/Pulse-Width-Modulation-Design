**/design/flow/config.mk**
```make
export PLATFORM = sky130hd
export DESIGN_NAME = button_sync_pwm_generator
export DESIGN_NICKNAME = button_sync_pwm_generator
export VERILOG_FILES = /design/flow/design.v
export SDC_FILE = /design/flow/constraint.sdc
export NUM_CORES = 4
export LEC_CHECK = 1
export CORE_UTILIZATION = 30
```
**/design/flow/design.v**
```verilog
`timescale 1ns / 1ps
module button_sync_pwm_generator (
    input wire clock,
    input wire reset,
    input wire increment,
    input wire decrement,
    output reg pwm_out
);
    reg [31:0] COUNT;
    reg [15:0] PERIOD = 16'd100;  
    reg [15:0] ACTIVE = 16'd50;   
    wire pb_out;
    button_synchronizer button_sync_inst (
        .pb_1(increment),
        .clk(clock),
        .pb_out(pb_out)
    );
    always @(posedge clock or posedge reset) begin
        if (reset) begin
            COUNT <= 16'd0;
            pwm_out <= 1'b0;
        end else begin
            if (COUNT >= PERIOD) begin
                COUNT <= 16'd0;
            end else begin
                COUNT <= COUNT + 1;
            end
            if (ACTIVE >= PERIOD) begin
                pwm_out <= 1'b1;   
            end else if (COUNT < ACTIVE) begin
                pwm_out <= 1'b1;
            end else begin
                pwm_out <= 1'b0;
            end
        end
    end
    always @(posedge clock or posedge reset) begin
        if (reset) begin
            ACTIVE <= 16'd50;
        end else if (increment && !decrement) begin
            if (ACTIVE + (PERIOD / 10) <= PERIOD)
                ACTIVE <= ACTIVE + (PERIOD / 10);
            else
                ACTIVE <= PERIOD;
        end else if (decrement && !increment) begin
            if (ACTIVE >= (PERIOD / 10))
                ACTIVE <= ACTIVE - (PERIOD / 10);
            else
                ACTIVE <= 16'd0;
        end
    end
endmodule
module button_synchronizer(
    input pb_1,
    input clk,
    output reg pb_out
);
    wire slow_clk;
    wire Q1, Q2, Q2_bar, Q0;
    clock_div u1(clk, slow_clk);
    my_dff d0(slow_clk, pb_1, Q0);
    my_dff d1(slow_clk, Q0, Q1);
    my_dff d2(slow_clk, Q1, Q2);
    assign Q2_bar = ~Q2;
    assign pb_out = Q1 & Q2_bar;
endmodule
module clock_div(
    input Clk_100M,
    output reg slow_clk
);
    reg [26:0] counter = 0;
    always @(posedge Clk_100M) begin
        counter <= (counter >= 249999) ? 0 : counter + 1;
        slow_clk <= (counter < 125000) ? 1'b0 : 1'b1;
    end
endmodule
module my_dff(
    input DFF_CLOCK,
    input D,
    output reg Q
);
    always @(posedge DFF_CLOCK) begin
        Q <= D;
    end
endmodule
```
**/design/flow/constraint.sdc**
```tcl
current_design button_sync_pwm_generator

set clk_period 2.7
set clk_io_pct 0.2

create_clock -name clk0 -period $clk_period [get_ports {clock}]

set non_clock_inputs [all_inputs -no_clocks]
set_input_delay [expr $clk_period * $clk_io_pct] -clock clk0 $non_clock_inputs
set_output_delay [expr $clk_period * $clk_io_pct] -clock clk0 [all_outputs]
```
**/design/flow/run.sh**
```bash
#!/bin/bash
# OpenROAD 26Q1-2900-gdf79404cd8, Yosys 0.63+post, stock flow scripts
make -C /OpenROAD-flow-scripts/flow DESIGN_CONFIG=/design/flow/config.mk WORK_HOME=/design/flow/orfs finish
```
==> ci_impl_report.md <==
## Implementation flow summary

| Metric | Value |
|---|---|
| Status | `completed` |
| Leakage power total | `between 0.001 and 0.0015 uW` |
| Vias per inst | `around 4.9` |
| Relative slew slack | `0.593` |
| Clock latency (worst-skew pair) | `between 300 and 400 ps` |
| Power Density | `between 900 and 1000 nW/um^2` |
| Setup CP Type | `flip-flop to flip-flop` |
| Die W | `97.5 um` |
| Vias | `roughly 2.1k` |
| Final Util | `0.369` |
| Fraction of layout cells with a size suffix above 1 | `0.122` |
| Number of cells in Yosys stat | `281` |
| CP max FO | `5` |
| Final hold violations | `0` |
| CTS root buf | `clkbuf_8` |
| Fin crit share | `0.960` |
| Sink Count | `roughly 48` |
| Signal arrival time at the worst endpoint | `roughly 2800 ps` |
| Sequential area share after synthesis | `0.441` |
| DR pass1 iterations | `4` |
| Most numerous logic cells after layout | `dfrtp_1, nor2_1, conb_1` |
| Mapped Area | `2740 sq um` |
| Type of origin of the critical path | `flip-flop` |
| CP top delay family | `simple AND/OR/NAND/NOR gates` |
| Reg-to-reg slack, setup | `roughly 110 ps` |
| Final WL | `5670 um` |
| Core region area | `between 8000 and 9000 sq um` |
| Max-cap violation count | `0` |
| Reg2reg start | `ACTIVE[1]$_DFFE_PP1P_` |
| Fin crit period | `between 2000 and 3000 ps` |
| Max Fclk | `between 300 and 400 MHz` |
| Dominant synthesized flop cell | `dfrtp_1` |
| GRT Total Usage | `0.126` |
| HPWL after DPL | `between 4000 and 5000 um` |
| Async S/R FF share, synth | `1.00` |
| Routed length per instance | `roughly 13 um` |
| Hold/Removal Path Class | `flip-flop to flip-flop` |
| Worst path slowest cell | `dfstp_2` |
| # port buffers | `4` |
| GRT Residual Overflow | `0` |
| YS warnings | `4` |
| Num CTS Buffers | `5` |
| Post-synth area from yosys stat | `roughly 2700 sq um` |
| FP Util | `0.312` |
| Peak VDD IR | `slightly below 0.3 mV` |
| Fill cells | `861` |
| Vias in the first global route | `between 2k and 2.5k` |
| Final Wtd Congestion | `around 0.92` |
| Worst-margin pin slew | `611 ps` |
| CP startpoint | `ACTIVE[1]$_DFFE_PP1P_` |
| Final ANT Viol Nets | `0` |
| Worst setup endpoint | `ACTIVE[1]$_DFFE_PP1P_` |
| FF-to-FF End | `ACTIVE[1]$_DFFE_PP1P_` |
| Max Buffers Root-to-Sink | `2` |
| Non-filler cells, final | `around 440` |
| Row count | `34` |
| Fin. max-slew vios | `0` |
| Critical-path cell list | `ha_1 -> o2111ai_1 -> buf_4 -> or3_1 -> o311a_1 -> or4_1 -> o31a_1 -> o31ai_1` |
| Buf/Inv on CP | `1` |
| Largest net degree at the start of global routing | `roughly 50` |
| Tool warnings | `30` |
| Die Size | `about 9500 sq um` |
| Cells after DPL | `around 430` |
| Unique masters post-synth | `56` |
| H-tree Lvls | `2` |
| Critical Path Sink Type | `flip-flop` |
| Crit. path cell count | `8` |
| Initial antenna violation count | `0` |
| Hold path start | `COUNT[0]$_DFF_PP0_` |
| Cells after Synth | `between 200 and 300` |
| R2r worst-path depth | `8` |
| Layout Area Growth over Synthesis | `18.2%` |
| CTS tree | `built` |
| Max incr delay on CP | `between 500 and 600 ps` |
| Ys flops | `about 48` |
| Post-synth EDFFs | `0` |
| Hold Path Depth | `1` |
| Commonest Layout Cell | `dfrtp_1` |
| Worst Skew | `between 15 and 20 ps` |
| Die y size | `97.5 um` |
| Ports | `5` |
| Mapped Avg Cell Area | `9.73 sq um` |
| Clk slew on worst S/H paths | `approximately 100 ps` |
| Post-route setup TNS | `0 ps` |
| Remaining DRCs | `0` |
| RSZ-0062 raised after global routing | `no` |
| ANT cells | `0` |
| Final tally of setup violations | `0` |
| Crit path DRT | `~2900 ps` |
| Starting DRT DRC Count | `approximately 160` |
| First-pass GRT wire length | `between 9000 and 10000 um` |
logic make-up after synthesis:
| family | after synthesis | share of synthesized area |
|---|---|---|
| buffers and inverters | 36 | 0.0554 |
| DFF | 48 | 0.441 |
| AOI/OAI and AO/OA | 75 | 0.199 |
| muxes | 2 | 0.00778 |
| other | 1 | 0.00137 |
| and+or+nand+nor | 90 | 0.173 |
| adders and majority gates | 22 | 0.101 |
| xor gates and xnor gates | 7 | 0.0224 |
per-stage QoR:
stage	hold WS (ps)	cell area (sq um)	worst slack [ps]	total power (uW)
after floorplan	447	2830	96.2	1950
after CTS	487	3220	58.5	2920
after detailed placement	473	3100	76.5	2360
final	483	3230	109	2950
after global placement	465	3100	132	2370
after global routing	521	3230	12.8	3180
area by class of cell:
| type | count | area, sq um | share of cell area |
|---|---|---|---|
| Timing Repair Buffer | 28 | 220 | 0.0681 |
| Clock buffer | 5 | 68.8 | 0.0213 |
| Multi-Input combinational cell | 221 | 1470 | 0.455 |
| Tap cell | 108 | 135 | 0.0418 |
| Sequential cell | 48 | 1200 | 0.373 |
| Clock inverter | 3 | 46.3 | 0.0143 |
| Inverter | 23 | 86.3 | 0.0267 |
report_power, final:
group          switching, uW  internal (uW)
registers                132            853
clock network            266            279
logic                    810            610
total                   1210           1740
timing repair:
| item | in CTS | in global routing |
|---|---|---|
| hold buffers | 0 | 0 |
| resized | 0 | 1 |
| setup endpoints to repair | 0 | 5 |
| buffers inserted | 0 | 2 |
Yosys cell counts (all sizes together) (4+ instances only):
library cell	count	share of area
nor2	27	0.037
o2111ai	4	0.013
o21ai	18	0.033
o41ai	5	0.023
o211ai	4	0.011
nor4	7	0.016
o31ai	4	0.011
a31oi	4	0.0091
a21oi	9	0.016
nand2	11	0.015
o21a	4	0.011
a21o	6	0.016
buf	6	0.014
nor3	6	0.011
xnor2	4	0.013
inv	23	0.032
dfrtp	45	0.41
or4	5	0.015
clkbuf	7	0.0096
nand3	9	0.016
ha	22	0.10
or3	7	0.016
nor2b	4	0.0091
worst reg2reg max path: stages, from the launching register on:
cell	delay (ps)
dfstp_2	590
ha_1	180
o2111ai_1	120
buf_4	170
or3_1	300
o311a_1	120
or4_1	520
o31a_1	260
o31ai_1	240
per-layer routing:
layer	wire, um	global-route usage
met5	0	0
met4	84	0.0192
met3	266	0.0198
met2	2440	0.186
met1	2880	0.204
how the worst min path moves through the flow:
| stage | to | slack, ps |
|---|---|---|
| after global routing | COUNT[0]$_DFF_PP0_ | 520 |
| final | COUNT[0]$_DFF_PP0_ | 480 |
| after CTS | COUNT[0]$_DFF_PP0_ | 490 |
sequential cells by signal, indices dropped and copies added (netlist names):
| name | count |
|---|---|
| COUNT | 32 |
| ACTIVE | 15 |
| pwm_out | 1 |
Power is estimated from default activity; no workload was simulated.
